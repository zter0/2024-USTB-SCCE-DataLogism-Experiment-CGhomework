**flow/design.v**
```verilog
`timescale 1ns / 1ps
module csadd32 (
    input  wire [31:0] a,
    input  wire [31:0] b,
    input  wire        cin,
    output wire [31:0] s,
    output wire        cout
);
    wire [31:0] s0, s1;
    wire [7:0] carry;
    carry_select_adder_4bit CSA0 (
        .a(a[3:0]),
        .b(b[3:0]),
        .cin(cin),
        .s(s[3:0]),
        .cout(carry[0])
    );
    carry_select_adder_4bit CSA1 (
        .a(a[7:4]),
        .b(b[7:4]),
        .cin(carry[0]),
        .s(s[7:4]),
        .cout(carry[1])
    );
    carry_select_adder_4bit CSA2 (
        .a(a[11:8]),
        .b(b[11:8]),
        .cin(carry[1]),
        .s(s[11:8]),
        .cout(carry[2])
    );
    carry_select_adder_4bit CSA3 (
        .a(a[15:12]),
        .b(b[15:12]),
        .cin(carry[2]),
        .s(s[15:12]),
        .cout(carry[3])
    );
    carry_select_adder_4bit CSA4 (
        .a(a[19:16]),
        .b(b[19:16]),
        .cin(carry[3]),
        .s(s[19:16]),
        .cout(carry[4])
    );
    carry_select_adder_4bit CSA5 (
        .a(a[23:20]),
        .b(b[23:20]),
        .cin(carry[4]),
        .s(s[23:20]),
        .cout(carry[5])
    );
    carry_select_adder_4bit CSA6 (
        .a(a[27:24]),
        .b(b[27:24]),
        .cin(carry[5]),
        .s(s[27:24]),
        .cout(carry[6])
    );
    carry_select_adder_4bit CSA7 (
        .a(a[31:28]),
        .b(b[31:28]),
        .cin(carry[6]),
        .s(s[31:28]),
        .cout(cout)
    );
endmodule
module carry_select_adder_4bit (
    input  wire [3:0] a,          
    input  wire [3:0] b,          
    input  wire       cin,        
    output wire [3:0] s,        
    output wire       cout
);
    wire [3:0] s0, s1; 
    wire       cout0, cout1; 
    ripple_carry_adder_4bit RCA0 (
        .a(a),
        .b(b),
        .cin(1'b0),
        .s(s0),
        .cout(cout0)
    );
    ripple_carry_adder_4bit RCA1 (
        .a(a),
        .b(b),
        .cin(1'b1),
        .s(s1),
        .cout(cout1)
    );
    assign s  = (cin) ? s1 : s0;
    assign cout = (cin) ? cout1 : cout0;
endmodule
module ripple_carry_adder_4bit (
    input  wire [3:0] a,
    input  wire [3:0] b,
    input  wire       cin,
    output wire [3:0] s,
    output wire       cout
);
    wire [3:0] carry;          
    full_adder FA0 (
        .a(a[0]),
        .b(b[0]),
        .cin(cin),
        .s(s[0]),
        .cout(carry[0])
    );
    genvar i;
    generate
        for (i = 1; i < 4; i = i + 1) begin : ripple_carry
            full_adder FA (
                .a(a[i]),
                .b(b[i]),
                .cin(carry[i-1]),
                .s(s[i]),
                .cout(carry[i])
            );
        end
    endgenerate
    assign cout = carry[3];
endmodule
module rcadd32 (
    input  wire [31:0] a,
    input  wire [31:0] b,
    input  wire cin,
    output wire [31:0] s,
    output wire cout
);
    wire [31:0] carry;
    full_adder FA0 (
        .a(a[0]),
        .b(b[0]),
        .cin(cin),
        .s(s[0]),
        .cout(carry[0])
    );
    genvar i;
    generate
        for (i = 1; i < 32; i = i + 1) begin : rc
            full_adder FA (
                .a(a[i]),
                .b(b[i]),
                .cin(carry[i-1]),
                .s(s[i]),
                .cout(carry[i])
            );
        end
    endgenerate
    assign cout = carry[31];
endmodule
module full_adder (
    input  wire a,
    input  wire b, 
    input  wire cin, 
    output wire s, 
    output wire cout
);
    assign #4 s  = a ^ b ^ cin;
    assign #2 cout = (cin == 1) | (cin == 0) ? (a & cin) | (b & cin) | (a & b) : 1'bx;
endmodule
module vadd32(
    input  wire [31:0] a,
    input  wire [31:0] b,
    input  wire cin,
    output wire [32:0] s,
    output wire cout
);
    wire [32:0] sum;
    assign sum  = a + b + cin;
    assign cout = sum[32];
    assign s = sum[31:0];
endmodule
```
**flow/run.sh**
```bash
#!/bin/bash
# OpenROAD 26Q1-2900-gdf79404cd8, Yosys 0.63+post, stock flow scripts
make -C /OpenROAD-flow-scripts/flow DESIGN_CONFIG=/design/flow/config.mk WORK_HOME=/design/flow/orfs finish
```
**flow/constraint.sdc**
```tcl
current_design csadd32

set clk_period 13.9
set clk_io_pct 0.2

create_clock -name clk0 -period $clk_period

set non_clock_inputs [all_inputs -no_clocks]
set_input_delay [expr $clk_period * $clk_io_pct] -clock clk0 $non_clock_inputs
set_output_delay [expr $clk_period * $clk_io_pct] -clock clk0 [all_outputs]
```
**flow/config.mk**
```make
export PLATFORM = sky130hd
export DESIGN_NAME = csadd32
export DESIGN_NICKNAME = csadd32
export VERILOG_FILES = /design/flow/design.v
export SDC_FILE = /design/flow/constraint.sdc
export NUM_CORES = 4
export LEC_CHECK = 1
export CORE_AREA = 10 10 101 101
export DIE_AREA = 0 0 111 111
```
==> run_results.csv <==
group,metric,value,unit
run_status,status,"completed",
power,p_leak,1.20,nW
global_routing,grt_pass1_vias,1803,
final_layout,area_growth,65.0,%
hold_path,hold_path.class,"in -> out",
final_layout,flop_area,0,um^2
global_routing,grt_pass1_wl,8490,um
sta,finalSetupViolCount,0,
floorplanning,core,8130,um^2
routing,drc,0,
floorplanning,die_h,111,um
critical_path,critical-path-top-delay-family,"AND-OR/OR-AND gates",
critical_path,crit_type,"in -> out",
yosys,ys_warn_count,0,
sta,report.final.slew_viol_count,0,
placed_design,place_inst,426,
final_layout,drive_above_1_share,0.0374,
yosys,postSynthCellCount,225,
placed_design,routabilityCongestion,0.808,
placed_design,dp_hpwl,4720,um
critical_path,critPathBufInv,2,
final_layout,clkbuf_count,0,
sta,period_needed,9.90,ns
yosys,syn-cell-area,1680,um^2
floorplanning,die_w,111,um
critical_path,crit_top_cell,"a311o_1",
global_routing,overflow,0,
yosys,ys_seq_frac,0,
floorplanning,rows,33,
routing,firstDrtPassIters,4,
sta,max_slew_margin,0.686,
global_routing,grt_use_total,0.0784,
floorplanning,fp_util,0.206,
yosys,ys_chip_area,1680,um^2
critical_path,cp_slowest_stage_delay,0.49,ns
power,total_power,0.000142,W
sta,finalSetupTns,0,ns
yosys,syn_area_per_cell,7.45,um^2
routing,drtIter0Drc,44,
critical_path,crit_slowest_cell,"clkdlybuf4s50_1",
power,power_density,51.5,nW/um^2
final_layout,fin_cells,426,
power,ir_drop,0.0000219,V
critical_path,worst-path-max-fanout,8,
routing,antenna_cells,0,
sta,rsz0062_at_grt,"false",
routing,wl,5020,um
yosys,yosysUniqueCellTypes,35,
floorplanning,dieArea,12300,um^2
placed_design,pre_cts_slack,3.98,ns
job,warnings,40,
global_routing,grt_max_degree,9,
clock_network,cts.repair.resized,0,
sta,min_period_over_period,0.712,
sta,hold_viol,0,
final_layout,filler_cell_count,819,
clock_network,cts_hold_buf,0,
placed_design,port_buffers,98,
floorplanning,ioPinCount,98,
critical_path,cp-start-kind,"input port",
sta,worst_hold_slack,6.55,ns
clock_network,postCtsSetupBuffers,0,
sta,worstMarginPinSlew,0.457,ns
critical_path,endpoint_kind,"output pin",
final_layout,seq_cell_count,0,
sta,fmax,0.101,GHz
critical_path,crit_chain,"clkdlybuf4s50_1 -> ha_1 -> or2_1 -> a311o_1 -> a2111o_1 -> o2111ai_2 -> a21oi_1 -> a311o_1 -> mux2_4 -> or2_1 -> a211o_1 -> a311o_1 -> xor2_1 -> clkdlybuf4s50_1",
critical_path,worstPathRequired,11.12,ns
final_layout,comb_area,1560,um^2
critical_path,worstPathArrival,7.12,ns
routing,num_vias,1836,
yosys,ys_cells,225,
sta,worst_slack,4.00,ns
global_routing,antenna_found_initial,0,
routing,final_antenna_net_count,0,
routing,routed_via_density,4.31,
routing,post_drt_wl_per_cell,11.8,um
job,max-cap-violations,0,
## routing by layer
metal | global-route usage | share of wire
met4 | 0 | 0
met5 | 0 | 0
met3 | 0.0301 | 0.091
met2 | 0.132 | 0.46
met1 | 0.0978 | 0.45
## power breakdown
group          internal [W]  switching, W  total, W
sequential                0             0         0
combinational     0.0000936     0.0000488  0.000142
clock                     0             0         0
total             0.0000936     0.0000488  0.000142
## synthesized netlist by cell type, types with 2 or more instances
master / count / area (um^2)
a211o_1: 2 / 17.5
nor3_1: 4 / 20.0
mux2i_1: 6 / 60.1
nor2b_1: 4 / 25.0
or2_2: 7 / 43.8
inv_1: 26 / 97.6
o22a_1: 8 / 70.1
xor2_1: 8 / 70.1
o22ai_1: 5 / 31.3
a211oi_1: 2 / 15.0
o21ai_0: 2 / 10.0
mux2_4: 2 / 30.0
buf_6: 2 / 22.5
ha_1: 40 / 500
nor2_1: 32 / 120
xnor2_1: 24 / 210
a31oi_1: 2 / 12.5
nand2_1: 11 / 41.3
a21oi_1: 12 / 60.1
o21ai_1: 2 / 10.0
o21bai_1: 2 / 15.0
o21a_1: 5 / 37.5
or2_1: 2 / 12.5
a21o_1: 2 / 15.0
a311o_1: 3 / 30.0
## kinds of logic (layout without fill, tap and decap cells)
family                   after synthesis  after routing  synth area share
AND-OR/OR-AND                         54             54             0.235
multiplexers                           9              9            0.0605
XOR/XNOR                              32             32             0.167
adder cells (fa/ha/maj)               40             40             0.299
buffers and inverters                 28            124            0.0717
AND/OR/NAND/NOR                       62             62             0.167
## stage by stage
step	utilization	area, um^2
CTS	0.340	2770
global placement	0.340	2770
detailed placement	0.340	2770
global route	0.340	2770
floorplan	-	1680
finish	0.340	2770
## area by class of cell
type	count	area share
multi-input combinational	197	0.562
timing repair buffer	98	0.355
tap	105	0.0475
inverter	26	0.0353
## layout by cell type (no fill, tap or decap), types with 2 or more instances in the layout
cell             count
a211o_1              2
a211oi_1             2
a21o_1               2
a21oi_1             12
a311o_1              3
a31oi_1              2
clkdlybuf4s50_1     98
ha_1                40
inv_1               26
mux2_4               2
mux2i_1              6
nand2_1             11
nor2_1              32
nor2b_1              4
nor3_1               4
o21a_1               5
o21ai_0              2
o21ai_1              2
o21bai_1             2
o22a_1               8
o22ai_1              5
or2_1                2
or2_2                7
xnor2_1             24
xor2_1               8
## final timing paths
check | end | startpoint | cells past startpoint
worst max-delay path | s[31] | a[0] | 14
worst min-delay path | s[0] | cin | 3
No activity file was given, so power comes from the tool's default toggle rates.
